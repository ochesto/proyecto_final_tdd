<file path="flow/design.v">
`timescale 1ns / 1ps
module mux4x1_v(s, d0, d1, d2, d3, y);
parameter WIDTH = 8;
input wire [1:0] s;
input wire [WIDTH-1:0] d0, d1, d2, d3;
output wire [WIDTH-1:0] y;
reg [WIDTH-1:0] s_temp;
always@(*) begin
	case(s)
		2'b00: s_temp = d0;
		2'b01: s_temp = d1;
		2'b10: s_temp = d2;
		2'b11: s_temp = d03;
	endcase
end
assign y = s_temp;
endmodule
</file>
<file path="flow/run.sh">
#!/bin/bash
# OpenROAD 26Q1-2900-gdf79404cd8, Yosys 0.63+post, stock flow scripts
make -C /OpenROAD-flow-scripts/flow DESIGN_CONFIG=/design/flow/config.mk WORK_HOME=/design/flow/orfs finish
</file>
<file path="flow/config.mk">
export PLATFORM = sky130hd
export DESIGN_NAME = mux4x1_v
export DESIGN_NICKNAME = mux4x1_v
export VERILOG_FILES = /design/flow/design.v
export SDC_FILE = /design/flow/constraint.sdc
export NUM_CORES = 4
export LEC_CHECK = 1
export CORE_AREA = 10 10 70 70
export DIE_AREA = 0 0 80 80
</file>
<file path="flow/constraint.sdc">
current_design mux4x1_v

set clk_period 1.1
set clk_io_pct 0.2

create_clock -name clk0 -period $clk_period

set non_clock_inputs [all_inputs -no_clocks]
set_input_delay [expr $clk_period * $clk_io_pct] -clock clk0 $non_clock_inputs
set_output_delay [expr $clk_period * $clk_io_pct] -clock clk0 [all_outputs]
</file>
==> flow_results.xml <==
<?xml version="1.0" encoding="UTF-8"?>
<metrics>
  <group name="floorplanning">
    <metric name="fp.dieW" unit="µm">80</metric>
    <metric name="io_pins" unit="">42</metric>
    <metric name="die-height" unit="µm">80</metric>
    <metric name="core_area" unit="µm²">3420</metric>
    <metric name="fp_util" unit="%">5.79</metric>
    <metric name="chipArea" unit="µm²">6400</metric>
    <metric name="std_cell_rows" unit="">21</metric>
  </group>
  <group name="placement">
    <metric name="place.port_buffers" unit="">34</metric>
    <metric name="placed_area" unit="µm²">589</metric>
    <metric name="place.detailed.hpwl" unit="µm">1080</metric>
    <metric name="detailedPlace.worstSlack" unit="ns">-0.805</metric>
    <metric name="place.gp.congestion" unit="">0.768</metric>
  </group>
  <group name="grt">
    <metric name="grt_antenna_before_repair" unit="">0</metric>
    <metric name="via_count_of_the_first_global_routing_pass" unit="">353</metric>
    <metric name="grt_first_pass_wirelength" unit="µm">1890</metric>
    <metric name="grt-ovfl-total" unit="">0</metric>
    <metric name="grtUsageTotal" unit="%">3.60</metric>
    <metric name="grt_start_max_net_pins" unit="">9</metric>
  </group>
  <group name="drt">
    <metric name="drc" unit="">0</metric>
    <metric name="post_drt_via_cell_ratio" unit="">2.96</metric>
    <metric name="route.detailed.wl_per_inst" unit="µm">12.3</metric>
    <metric name="via_count" unit="">311</metric>
    <metric name="first_pass_iters" unit="">2</metric>
    <metric name="detailedRoute.firstIterationViolations" unit="">2</metric>
    <metric name="routed_wirelength" unit="µm">1290</metric>
    <metric name="diodes" unit="">0</metric>
    <metric name="detail-route-antenna-nets" unit="">0</metric>
  </group>
  <group name="cells_and_area">
    <metric name="clkbuf_count" unit="">0</metric>
    <metric name="sequential_cell_area" unit="µm²">0</metric>
    <metric name="finish.instance_area" unit="µm²">706</metric>
    <metric name="nFlopsAndLatches" unit="">0</metric>
    <metric name="syn_to_layout_area_delta" unit="%">257</metric>
    <metric name="drive_gt1_share" unit="%">52.5</metric>
  </group>
  <group name="final_timing">
    <metric name="tightest_pin_transition" unit="ns">0.204</metric>
    <metric name="layout_worst_path_cycle_share" unit="%">100</metric>
    <metric name="unrepaired_setup_endpoints_after_global_routing" unit="">true</metric>
    <metric name="timing.fmax" unit="MHz">907</metric>
    <metric name="report.final.hold_viol_count" unit="">0</metric>
    <metric name="timing.max_slew.rel_slack" unit="%">86.1</metric>
    <metric name="post-route-min-period" unit="ns">1.10</metric>
    <metric name="drv_slew" unit="">0</metric>
    <metric name="setup_viol" unit="">1</metric>
    <metric name="postLayoutSetupSlackWorst" unit="ns">-0.00226</metric>
  </group>
  <group name="setup_path">
    <metric name="timing.critical_path.to_type" unit="">output port</metric>
    <metric name="worstPathRequired" unit="ns">0.88</metric>
    <metric name="worst-endpoint-arrival" unit="ns">0.88</metric>
    <metric name="crit_path_max_fanout" unit="">4</metric>
    <metric name="critPathLaunchType" unit="">primary input</metric>
    <metric name="worst-setup-path-type" unit="">in2out</metric>
  </group>
  <group name="logic_synthesis">
    <metric name="postSynthAreaPerCell" unit="µm²">9.88</metric>
    <metric name="yosys-stat-area" unit="µm²">198</metric>
    <metric name="synth.distinct_cells" unit="">4</metric>
    <metric name="ys.warnings.count" unit="">3</metric>
    <metric name="post-synth-top-area-cell" unit="">sky130_fd_sc_hd__mux2i_1</metric>
    <metric name="ys_cells" unit="">20</metric>
    <metric name="netlist.area_leader.share" unit="%">40.5</metric>
    <metric name="synth_seq_share" unit="%">0</metric>
    <metric name="netlist_top_cells_count" unit="">sky130_fd_sc_hd__mux2i_1 (8), sky130_fd_sc_hd__o2bb2ai_1 (8), sky130_fd_sc_hd__buf_6 (3)</metric>
    <metric name="topCellsByArea" unit="">sky130_fd_sc_hd__mux2i_1 (41%), sky130_fd_sc_hd__o2bb2ai_1 (35%), sky130_fd_sc_hd__buf_6 (17%)</metric>
    <metric name="synth_cells" unit="">20</metric>
    <metric name="syn-cell-area" unit="µm²">198</metric>
  </group>
  <group name="min_path">
    <metric name="hold-path-cell-count" unit="">3</metric>
    <metric name="hold_path_class" unit="">in2out</metric>
  </group>
  <group name="run">
    <metric name="tool_warnings" unit="">42</metric>
    <metric name="timing.max_cap.violations" unit="">0</metric>
  </group>
  <group name="pwr">
    <metric name="vdd_ir_drop_max" unit="µV">38.6</metric>
    <metric name="total_power_consumption" unit="µW">225</metric>
    <metric name="pwr_dens" unit="nW/µm²">319</metric>
    <metric name="power.net_switching" unit="µW">75.6</metric>
    <metric name="seqPwrFrac" unit="%">0</metric>
    <metric name="p_leak" unit="µW">0.000367</metric>
    <metric name="combinationalPowerShare" unit="%">100.0</metric>
    <metric name="pwr-share-clk" unit="%">0</metric>
    <metric name="power.share.switching" unit="%">33.6</metric>
    <metric name="intPower" unit="µW">149</metric>
  </group>
  <group name="run_status">
    <metric name="outcome" unit="">complete, but fails checks</metric>
    <metric name="violations_in_the_final_reports" unit="">setup timing</metric>
  </group>
  <group name="clock_network">
    <metric name="cts-hold-fix-buffers" unit="">0</metric>
  </group>
</metrics>
[repair_timing]
item / in CTS / in global routing
resized: 57 / 26
setup buffers: 8 / 0
setup endpoints to repair: 8 / 8
pin swaps: 8 / 5
[critical path: stages]
cell                        delay, ns
sky130_fd_sc_hd__buf_12          0.09
sky130_fd_sc_hd__buf_8           0.12
sky130_fd_sc_hd__mux2i_2         0.25
sky130_fd_sc_hd__o2bb2ai_4       0.09
sky130_fd_sc_hd__buf_2           0.11
[cell families (layout without fill, tap and decap cells)]
family                 count (synthesis)  in the layout  share of synthesized area [%]
AND-OR/OR-AND                          8              8                           35.4
buffers and inverters                  3             42                           17.1
multiplexers                           8              8                           40.5
AND/OR/NAND/NOR                        1              1                           6.96
[path summary, 6_finish.rpt]
kind | start | end
worst max-delay path | s[1] | y[3]
worst min-delay path | d1[7] | y[7]
[per-layer routing]
metal  wire length [µm]  GRT usage [%]  vias up
met4                  0              0        0
met3                 29          0.341        0
met1                432           3.76      145
met2                827           7.70        5
li1                   -              -      161
met5                  0              0        -
[layout make-up]
class | instances | area [µm²]
Tap cell | 46 | 57.6
Timing Repair Buffer | 42 | 398
Multi-Input combinational cell | 17 | 250
Fill cell | 384 | 2710
[cells in the final DEF (no fill, tap or decap), drive strengths merged]
cell / instances
nor2b: 1
buf: 18
dlymetal6s2s: 8
o2bb2ai: 8
dlygate4sd2: 16
mux2i: 8
[power groups by stage]
stage,Combinational (µW),Sequential [µW],Clock [µW]
global route,242,0,0
finish,225,0,0
CTS,202,0,0
[stage by stage]
stage / setup TNS, ns / util [%] / hold slack [ns] / instances
final: -0.00226 / 20.7 / 0.723 / 105
after global routing: -0.0762 / 20.7 / 0.734 / 105
after CTS: -0.597 / 18.2 / 0.873 / 107
after detailed placement: -6.36 / 17.3 / 1.37 / 99
after global placement: -6.37 / 17.3 / 1.37 / 99
after floorplan: 0 / - / 0.504 / 20
Power and IR drop assume default switching activity.
