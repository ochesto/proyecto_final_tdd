==> design.v <==
`timescale 1ns / 1ps
module ROM_v(
	input wire clk,
	input wire reset,
   input wire [31:0] Dir,
   output wire [31:0] Instruccion
    );
reg [31:0] Instruccion_temp;
always@(posedge clk) begin
	if( reset ) Instruccion_temp <= {32{1'b1}};
	else begin
		case( Dir / 32'd4 )
			32'd0: Instruccion_temp  <= 32'HE04F000F;
			32'd1: Instruccion_temp  <= 32'HE2802005;
			32'd2: Instruccion_temp  <= 32'HE280300C;
			32'd3: Instruccion_temp <= 32'HE2437009;
			32'd4: Instruccion_temp <= 32'HE1874002;
			32'd5: Instruccion_temp <= 32'HE0035004;
			32'd6: Instruccion_temp <= 32'HE0855004;
			32'd7: Instruccion_temp <= 32'HE0558007;
			32'd8: Instruccion_temp <= 32'H0A00000C;
			32'd9: Instruccion_temp <= 32'HE0538004;
			32'd10: Instruccion_temp <= 32'HAA000000;
			32'd11: Instruccion_temp <= 32'HE2805000;
			32'd12: Instruccion_temp <= 32'HE0578002;
			32'd13: Instruccion_temp <= 32'HB2857001;
			32'd14: Instruccion_temp <= 32'HE0477002;
			32'd15: Instruccion_temp <= 32'HE5837054;
			32'd16: Instruccion_temp <= 32'HE5902060;
			32'd17: Instruccion_temp <= 32'HE08FF000;
			32'd18: Instruccion_temp <= 32'HE280200E;
			32'd19: Instruccion_temp <= 32'HEA000001;
			32'd20: Instruccion_temp <= 32'HE280200D;
			32'd21: Instruccion_temp <= 32'HE280200A;
			32'd22: Instruccion_temp <= 32'HE5802064;
			default: Instruccion_temp <= 32'Hx;
		endcase
	end
end
assign Instruccion = Instruccion_temp;
endmodule
==> run.sh <==
#!/bin/bash
# OpenROAD 26Q1-2900-gdf79404cd8, Yosys 0.63+post, stock flow scripts
make -C /OpenROAD-flow-scripts/flow DESIGN_CONFIG=/design/flow/config.mk WORK_HOME=/design/flow/orfs finish
==> config.mk <==
export PLATFORM = sky130hd
export DESIGN_NAME = ROM_v
export DESIGN_NICKNAME = ROM_v
export VERILOG_FILES = /design/flow/design.v
export SDC_FILE = /design/flow/constraint.sdc
export NUM_CORES = 4
export LEC_CHECK = 1
export CORE_AREA = 10 10 111 111
export DIE_AREA = 0 0 121 121
==> constraint.sdc <==
current_design ROM_v

set clk_period 1.5
set clk_io_pct 0.2

create_clock -name clk0 -period $clk_period [get_ports {clk}]

set non_clock_inputs [all_inputs -no_clocks]
set_input_delay [expr $clk_period * $clk_io_pct] -clock clk0 $non_clock_inputs
set_output_delay [expr $clk_period * $clk_io_pct] -clock clk0 [all_outputs]
==> results.py <==
# Synthesis and PnR figures
metrics = {
    "cells_and_area": {
        "largest_reg_flops": 25,
        "area_growth_pct": 66.7,
        "reg.largest.list": "Instruccion_temp (25)",
        "instances_no_fill": 333,
        "fin_area_mm2": 0.00209,
        "regMostFlops": "Instruccion_temp",
        "final_layout_size_suffix_gt1_share_pct": 25.6,
    },
    "clock_tree": {
        "holdBufCountCts": 0,
        "cts_tree": "done",
        "cts_buffers": 3,
        "clockRootBuffer": "clkbuf_8",
        "clock-sinks": 25,
        "htree_levels": 1,
        "cts.path.max_buffers": 2,
        "clkTransAtPathRegs_ns": 0.09,
    },
    "drt": {
        "ant_nets": 0,
        "vias": 1206,
        "drt-vias-per-instance": 3.62,
        "drc": 0,
        "drt-total-wl_mm": 4.11,
        "drt-pass1-iter-count": 4,
        "dr.first_iter.drc_count": 63,
        "wl_per_cell_um": 12.3,
    },
    "yosys": {
        "synth_seq_share_pct": 40.0,
        "synthDistinctLibCells": 36,
        "edf_count": 0,
        "common_cells": "dfxtp_1, inv_1, buf_4, o21ai_1",
        "synth.avg_cell_area_um2": 8.94,
        "synth-main-ff-cell": "dfxtp_1",
        "syn_inst": 140,
        "yosys_area_mm2": 0.00125,
        "netlist_area_mm2": 0.00125,
        "yosys_cells": 140,
        "synth_area_leader_cell": "dfxtp_1",
        "area_leaders": "dfxtp_1, ha_1, buf_4, mux2i_1, nor2b_1",
        "synth-async-reset-ratio_pct": 0,
        "synth_flops": 25,
        "most_common_cell": "dfxtp_1",
        "yosys_warnings": 1,
        "top_area_share_pct": 40.0,
    },
    "global_routing": {
        "track_usage_pct": 5.77,
        "grt_pass1_vias": 1298,
        "grt_overflow": 0,
        "grt_max_degree": 18,
        "antenna_found_initial": 1,
        "grt_pass1_wl_mm": 6.89,
    },
    "die": {
        "num_io_pins": 66,
        "die_w_um": 121,
        "dieArea_mm2": 0.0146,
        "die_h_um": 121,
        "rows": 36,
        "initCoreUtil_pct": 12.7,
        "core_area_mm2": 0.00986,
    },
    "outcome": {
        "status": "complete, no violations",
    },
    "final_timing": {
        "fin_crit_sh_pct": 94.9,
        "final-hold-violation-count": 0,
        "fmax_mhz": 703,
        "slew_violations": 0,
        "fin_crit_ns": 1.42,
        "maxSlewHeadroom_pct": 81.6,
        "tightest_slew_ns": 0.275,
        "setup_violations": 0,
        "rsz0062_at_grt": "false",
    },
    "worst_setup_path": {
        "crit_type": "in2reg",
        "cp.required_ns": 1.66,
        "worstPathMaxFanout": 4,
        "slowest_stage": "or3b_1",
        "worst_ep_arrival_time_ns": 1.58,
        "cp-end-kind": "register",
        "worstPathCellList": "dlygate4sd2_1 -> inv_1 -> ha_1 -> o21ai_2 -> nor2_1 -> or3b_1",
        "start_kind": "input port",
        "slowest_delay_ns": 0.36,
    },
    "pwr": {
        "total_leakage_power_nw": 0.853,
        "totalPowerFinal_mw": 1.54,
        "vdd_drop_max_uv": 300,
        "power.density_mw_per_mm2": 740,
    },
    "place": {
        "port_buffers": 38,
        "place_area_mm2": 0.00196,
        "dp.cells": 327,
        "dp_hpwl_mm": 3.32,
        "routabilityCongestion": 0.883,
    },
    "min_path": {
        "min_path_type": "in2reg",
    },
    "job": {
        "maxCapViolations": 0,
        "warnings": 59,
    },
}
-- metal layers --
metal  global-route usage (%)  wire (um)  share of wire, %
met1                     7.24       1700                41
met3                     1.56        392               9.5
met4                     1.21         80               1.9
met2                     9.69       1940                47
met5                        0          0                 0
-- path summary, 6_finish.rpt --
kind	startpoint	endpoint	slack [ns]	depth (start not counted)
hold / removal	Dir[4]	Instruccion_temp[27]	0.43	3
setup / recovery	Dir[2]	Instruccion_temp[2]	0.08	6
-- layout make-up --
cell class,instances,area [um^2]
diodes,1,2.50
clock buffers,3,41.3
clock inverters,1,7.51
fillers,1065,7780
inverters,10,37.5
multi-input cells,90,676
flip-flops and latches,25,502
well taps,133,166
repair buffers,70,653
-- kinds of logic (layout without fill, tap and decap cells) --
kind of cell,after synthesis,in the layout,share of synthesized area (%)
muxes,7,7,5.80
DFF,25,25,40.0
AOI/OAI and AO/OA,38,38,20.5
adders and majority gates,7,7,7.00
other,0,1,0
buffers and inverters,25,84,10.6
and+or+nand+nor,38,38,16.1
-- power by group --
group          internal [mW]  leakage (nW)  switching, mW
registers              0.713         0.210         0.0157
logic                  0.239         0.622          0.164
clock network          0.188        0.0217          0.224
-- worst max-delay path, delay by kind of cell --
kind                       cells  cell delay [ns]
buffers and inverters          2             0.45
adders and majority gates      1             0.26
and+or+nand+nor                2             0.43
AOI/OAI and AO/OA              1             0.15
-- per-stage QoR --
stage / TNS, ns / hold WS, ns / setup slack [ns] / utilization [%]
final: 0 / 0.429 / 0.0766 / 21.1
after floorplan: 0 / 0.328 / 0.200 / -
after global placement: -8.24 / 0.869 / -0.458 / 19.9
after global routing: 0 / 0.445 / 0.000312 / 21.1
after detailed placement: -8.57 / 0.868 / -0.529 / 19.9
after CTS: -0.00754 / 0.554 / -0.00443 / 20.9
-- cell usage in the layout, fill, tap and decap left out, types with 2 or more instances in the layout --
cell type,netlist,routed
dlymetal6s2s_1,0,2
o21ai_1,8,8
ha_2,0,2
inv_2,1,2
nand2b_1,5,4
nand3_1,5,5
o311ai_1,2,2
a32oi_1,2,2
nor2_1,7,6
nor2b_1,7,6
buf_12,0,2
mux2i_1,5,5
a21oi_1,6,3
dfxtp_1,25,24
nand2_1,6,6
and2_1,2,2
a21o_1,3,3
a211oi_1,2,2
o211ai_1,2,2
mux2_1,2,2
inv_1,9,8
clkbuf_8,0,3
clkdlybuf4s50_1,0,35
ha_1,7,4
buf_4,8,29
nand4_1,2,2
a21oi_2,0,3
o21ai_0,4,3
-- timing repair --
action,4_1_cts,5_1_grt
setup buffers,1,0
gates resized,13,7
pin swaps,2,2
setup endpoints to repair,25,17
cloned,0,0
No activity file was given, so power comes from the tool's default toggle rates.
