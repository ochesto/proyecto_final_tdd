`run.sh`:
```
#!/bin/bash
# OpenROAD 26Q1-2900-gdf79404cd8, Yosys 0.63+post, stock flow scripts
make -C /OpenROAD-flow-scripts/flow DESIGN_CONFIG=/design/flow/config.mk WORK_HOME=/design/flow/orfs finish
```
`config.mk`:
```
export PLATFORM = sky130hd
export DESIGN_NAME = alu_v
export DESIGN_NICKNAME = alu_v
export VERILOG_FILES = /design/flow/design.v
export SDC_FILE = /design/flow/constraint.sdc
export NUM_CORES = 4
export LEC_CHECK = 1
export CORE_UTILIZATION = 30
```
`constraint.sdc`:
```
current_design alu_v

set clk_period 27.4
set clk_io_pct 0.2

create_clock -name clk0 -period $clk_period [get_ports {clk}]

set non_clock_inputs [all_inputs -no_clocks]
set_input_delay [expr $clk_period * $clk_io_pct] -clock clk0 $non_clock_inputs
set_output_delay [expr $clk_period * $clk_io_pct] -clock clk0 [all_outputs]
```
`design.v`:
```
`timescale 1ns / 1ps
module alu_v(
	 input wire clk,
    input wire [31:0] A,
    input wire [31:0] B,
    input wire [2:0] CtrlFunc,
    output wire [31:0] Result,
    output wire [3:0] Flags
	 );
reg [31:0]CMPtemp;
reg [31:0] Result_temp;
reg [3:0] Flags_temp;
always@(posedge clk) begin
if(CtrlFunc == 3'b000)  
	Result_temp <= A & B;
else if(CtrlFunc == 3'b101)  
	Result_temp <= A | B;
else if(CtrlFunc == 3'b011) 
	Result_temp <= A + B;
else if(CtrlFunc == 3'b001)  
	Result_temp <= A ^ B;
else if(CtrlFunc == 3'b010)  
	Result_temp <= A - B;
else if(CtrlFunc == 3'b110)  
	Result_temp <= A * B;
else if(CtrlFunc == 3'b100)  
	begin
		CMPtemp <= A - B;
		if(CMPtemp == 32'd0)
			begin
				Result_temp <= A;
			end
		else
			begin
				Result_temp <= A - B;
			end
	end
end
always @(negedge clk)      
begin
	if(Result == 32'd0)
		Flags_temp <= 4'b0100;
	else if(Result < 0)
		Flags_temp <= 4'b1000;
	else if(Result > 0)
		Flags_temp <= 4'b0000;
end
assign Flags = Flags_temp;
assign Result = Result_temp;
endmodule
```
==> flow_summary.yaml <==
# yosys + openroad results
run_status:
  outcome: "complete, no violations"
yosys:
  synth-warning-count: 1
  synth_seq_share_pct: 8.45
  post_synth.cell_area_avg_um2: 8.32
  top_cell_area_share_pct: 35.7
  synth_cells: 2763
  post-synth-top-count-cell: "inv_1"
  yosysUniqueCellTypes: 85
  synth-edff-count: 64
  topCellsByArea: "fa_1 (36%), ha_1 (12%), edfxtp_1 (8.4%), inv_1 (7.6%), nor2_1 (7.0%)"
  postSynth.asyncResetShare_pct: 0
  synthTopCellsByCount: "inv_1 (468), nor2_1 (428), fa_1 (410)"
  flop_cell: "edfxtp_1"
  ys_cells: 2763
  syn-cell-area_um2: 23000
  synth.ff_latch_count: 65
  synth_top_cell_by_area: "fa_1"
  area_figure_in_the_yosys_stat_output_um2: 23000
sta:
  worst_slew_margin_rel_pct: 39.1
  final.setup.tns_ns: 0
  timing.final.ws_setup_ns: 7.11
  drv_slew: 0
  final_count_of_negative_setup_slack_endpoints: 0
  worst_pin_slew_ns: 0.910
  rsz0062_at_grt: "no"
  finalHoldViolations: 0
  finClkSkew_ns: 0.0568
route:
  number_of_drc_markers_after_the_initial_detailed_route_iteration: 1366
  wirelength_um: 89400
  detail_route.wl_per_cell_um: 23.5
  drc_errors_left: 0
  antenna_violating_nets_post_route: 0
  vias: 20112
  router_iterations_before_antenna_repair: 5
  drt_via_density: 5.29
  detail_route.antenna_diodes: 0
floorplan:
  core_area_um2: 75800
  die-area_um2: 77700
  floorplan_utilization_pct: 30.3
  dieHeight_um: 279
  placementRows: 101
  floorplan.die.width_um: 279
  io-pin-count: 104
global_route:
  grtUsageMet3_pct: 11.9
  global_route.overflow_total: 0
  grt_start_max_net_pins: 54
  grt_use_met1_pct: 32.6
  grt_busiest_layer: "met2"
  grt_antenna_before_repair: 1
  first_global_vias: 20868
  globalRouteTotalUtil_pct: 24.7
  global_route.usage.met2_pct: 36.3
  grt_first_pass_wirelength_um: 135000
clock_network:
  tritoncts: "built"
  cts_setup_buffers: 0
  cts.reportedPaths.clkPinSlew_ns: 0.05
  clockBufferDepth: 2
  root_buffer: "clkbuf_16"
  clock-sinks: 65
  cts-resized-gates: 0
  tritoncts.num_buffers: 9
  clock_latency_ns: 0.37
  cts.htree.levels: 3
  cts.hold.buffers_added: 0
place:
  globalplace.congestion: 1.05
  dpl-instance-area_um2: 25200
  dpl.hpwl_um: 70300
  pre_cts_slack_ns: 7.49
  numPortBuffers: 100
critical_path:
  worstPathArrival_ns: 14.81
  path_delay_family: "buffers and inverters"
  delay_of_the_slowest_cell_on_the_worst_path_ns: 0.44
  timing.critical_path.from_type: "register"
  path_cells: "clkdlybuf4s50_1"
  crit_path_top_delay_cell: "clkdlybuf4s50_1"
  cp-end-kind: "primary output"
  cp_data_required_time_ns: 21.92
  setup.worst_path.class: "register to primary output"
  cp.buffers_inverters: 1
  worst_path_max_fanout: 1
finish:
  post_route_cells_drive_above_1_share_pct: 4.74
  post-route-cell-area_um2: 25500
  area_growth_pct: 11.1
  finalCoreUtilization_pct: 33.7
job:
  timing.max_cap.violations: 0
  log.warning_count: 89
worst_hold_path:
  min-delay-path-class: "register to register"
per-stage QoR:
step | hold slack, ns | instances
CTS | 1.20 | 3805
floorplan | 0.982 | 2765
detailed placement | 1.19 | 3789
finish | 1.22 | 3805
global route | 1.27 | 3805
global placement | 1.16 | 3789
cells in the final DEF, fill, tap and decap left out, types with 12 or more instances in the layout:
master	n
nor4_1	22
o21ai_0	104
buf_4	84
fa_1	410
xnor2_1	94
a31oi_1	16
xor2_1	32
nor2_1	427
edfxtp_1	64
a211oi_1	20
o211ai_1	15
nor3_1	21
clkinv_1	13
o22ai_1	17
nand2b_1	12
clkdlybuf4s50_1	98
inv_1	468
a21oi_1	124
nand2_1	301
nand3_1	16
o21a_1	12
ha_1	218
o21bai_1	12
a21o_1	23
final timing paths:
check                          to  slack, ns       startpoint  depth (start not counted)
setup reg to reg    Flags_temp[2]      12.55  Result_temp[16]                          3
hold / removal    Result_temp[30]       1.22      CMPtemp[22]                          6
hold reg to reg   Result_temp[30]       1.22      CMPtemp[22]                          6
setup / recovery         Flags[2]       7.11    Flags_temp[2]                          1
cells by family after synthesis:
logic type | count (synthesis) | share of synthesized area (%)
simple gates | 852 | 15.1
other cells | 1 | 0.0163
xor+xnor | 126 | 4.80
fa+ha+maj | 628 | 47.6
compound gates | 462 | 13.2
buf+inv | 623 | 10.6
flops | 65 | 8.45
mux | 6 | 0.272
state kept, by name, indices dropped and copies added (netlist names):
register     cells
CMPtemp         32
Flags_temp       1
Result_temp     32
cell type report:
| cell class | count | area, µm² |
|---|---|---|
| Fill cell | 7904 | 50300 |
| Multi-Input combinational cell | 2077 | 18600 |
| Tap cell | 978 | 1220 |
| Timing Repair Buffer | 184 | 1620 |
| Inverter | 484 | 1820 |
| Clock inverter | 4 | 18.8 |
| Sequential cell | 65 | 1940 |
| Clock buffer | 13 | 272 |
metal layers:
metal	wire, µm	vias up
met2	39200	1081
li1	-	8884
met1	34900	9958
met4	3400	4
met5	215	-
met3	11800	185
